<file path="design.v">
module decoder (
    input [3:0] sec_unidades,
    input [3:0] sec_dezenas,
    input [3:0] minutos,
    output reg [6:0] seg_unidades,
    output reg [6:0] seg_dezenas,
    output reg [6:0] seg_minutos
);
    reg [6:0] segmentos [9:0];
    initial begin
        segmentos[0] = 7'b1111110;
        segmentos[1] = 7'b0110000;
        segmentos[2] = 7'b1101101;
        segmentos[3] = 7'b1111001;
        segmentos[4] = 7'b0110011;
        segmentos[5] = 7'b1011011;
        segmentos[6] = 7'b1011111;
        segmentos[7] = 7'b1110000;
        segmentos[8] = 7'b1111111;
        segmentos[9] = 7'b1111011;
    end
    always @(*) begin
        seg_unidades = segmentos[sec_unidades];
        seg_dezenas = segmentos[sec_dezenas];
        seg_minutos = segmentos[minutos]; 
    end
endmodule
</file>
<file path="constraint.sdc">
current_design decoder

set clk_period 1.7
set clk_io_pct 0.2

create_clock -name clk0 -period $clk_period

set non_clock_inputs [all_inputs -no_clocks]
set_input_delay [expr $clk_period * $clk_io_pct] -clock clk0 $non_clock_inputs
set_output_delay [expr $clk_period * $clk_io_pct] -clock clk0 [all_outputs]
</file>
<file path="config.mk">
export PLATFORM = sky130hd
export DESIGN_NAME = decoder
export DESIGN_NICKNAME = decoder
export VERILOG_FILES = /design/flow/design.v
export SDC_FILE = /design/flow/constraint.sdc
export NUM_CORES = 4
export LEC_CHECK = 1
export CORE_AREA = 10 10 70 70
export DIE_AREA = 0 0 80 80
</file>
<file path="run.sh">
#!/bin/bash
# OpenROAD 26Q1-2900-gdf79404cd8, Yosys 0.63+post, stock flow scripts
make -C /OpenROAD-flow-scripts/flow DESIGN_CONFIG=/design/flow/config.mk WORK_HOME=/design/flow/orfs finish
</file>
==> qor.csv <==
metric,value,unit
"Req. time, crit path",1.36,ns
crit-path max FO,3,
sw power,84.9,uW
final setup violation count,2,
"Seq share, synth",0,%
initial core utilization,15.4,%
GPL Wtd Cong,0.776,
Pwr Total,219,uW
relative max-transition margin,88.2,%
Gate Count Post-Synth,71,
P_leak,0.559,nW
port bufs,33,
die area,6400,um^2
DR pass1 iterations,2,
Yosys Instances,71,
gr ovfl total,0,
WP buf/inv,5,
sequence of cells on the critical path,clkdlybuf4s15_2 -> inv_2 -> buf_4 -> buf_4 -> ha_2 -> nand2b_1 -> nand3_1 -> dlygate4sd2_1,
layout cell share with drive strength beyond 1,44.5,%
RSZ-0062 raised after global routing,yes,
fmax,567,MHz
Max VDD drop,0.0000710,V
final setup margin,-0.0647,ns
Int Power,134,uW
switch share,38.7,%
Crit Path Class,in -> out,
routed wl met3,115,um
Flop Count,0,
wire length on met2,913,um
count of different cell masters after synthesis,16,
initial antenna violation count,0,
post-route ant nets,0,
die y size,80,um
Area Overhead vs Synth,123,%
vias in the first global route,685,
DP Area,1050,um^2
mapped cell area,526,um^2
Final Max Tran Viols,0,
WL/cell,10.2,um
Fill cells,355,
clock buffers,0,
Final Hold Viols,0,
final WL,1.78,mm
CP arrival,1.42,ns
GRT Util Overall,5.17,%
final worst-path cycle share,104,%
run status,"complete, but fails checks",
Syn. warnings,1,
core footprint,3420,um^2
Clock power frac,0,%
"most used cell, CP",buf_4,
DRC violations left,0,
Log Warnings,49,
Period minus WS final,1.76,ns
DRT iter0 DRCs,20,
diode count,0,
Setup WS pre-CTS,-0.600,ns
Highest Signal Layer,met3,
pwr dens,187,nW/um^2
met1 WL,752,um
Final Core Density,34.3,%
crit path launch type,primary input,
CP max stage delay,0.25,ns
critical path's top delay family,buffers and inverters,
hold_ws,1.01,ns
detailed-route via count,675,
Register Area,0,um^2
Rows,21,
failing checks,setup timing,
Synth Area per Inst,7.40,um^2
CP max-delay cell,dlygate4sd2_1,
post-synth area from yosys stat,526,um^2
die width,80,um
# Max-Cap Violations,0,
Hold Path Class,in -> out,
Least-Margin Pin Slew,0.177,ns
Crit. End Element,output pin,
largest net degree at the start of global routing,9,
DR vias/cell,3.88,
DP HPWL,1.48,mm
I/O pins,33,
first-pass GRT wire length,2.91,mm
Final Instance Area,1170,um^2
Logic pwr share,100.0,%
Flop pwr share,0,%
[layout make-up]
cell class / instances / area (um^2) / share of cell area, %
timing repair buffer: 59 / 500 / 42.7
tap: 46 / 57.6 / 4.91
multi-input combinational: 61 / 582 / 49.6
inverter: 8 / 32.5 / 2.77
[path summary, 6_finish.rpt]
| check | startpoint | to | cells past startpoint |
|---|---|---|---|
| max | sec_unidades[1] | seg_unidades[1] | 8 |
| min | sec_unidades[0] | seg_unidades[2] | 3 |
[layout by cell type, fill, tap and decap left out, types with 5 or more instances in the layout]
cell	Yosys	final
buf_4	0	24
nor2_1	8	8
buf_6	1	5
nand2_1	6	6
ha_4	0	5
dlygate4sd2_1	0	19
nand2b_1	9	5
ha_1	18	11
inv_2	0	6
[logic make-up after synthesis]
group,Yosys count,share of synthesized area (%)
AND/OR/NAND/NOR,30,28.3
adder cells (fa/ha/maj),18,42.9
AND-OR/OR-AND,12,17.1
buffers and inverters,10,8.81
multiplexers,1,2.86
[stage by stage]
stage | instances | TNS [ns]
after global routing | 174 | -0.231
final | 174 | -0.0853
after detailed placement | 169 | -10.05
after floorplan | 71 | 0
after CTS | 174 | -0.347
after global placement | 169 | -9.81
[Yosys cell counts (all sizes together)]
master,instances,area [um^2]
nand3,4,20.0
inv,8,30.0
and2,1,6.26
mux2,1,15.0
o211ai,3,22.5
o21bai,2,15.0
nand3b,1,7.51
buf,2,16.3
ha,18,225
nand2,7,28.8
a22oi,3,22.5
nor2,8,30.0
nand2b,9,56.3
a21o,4,30.0
[layer usage]
layer	up-vias	track usage, %
li1	350	-
met1	313	5.47
met2	12	10.4
met3	0	1.36
met4	0	0
met5	-	0
[power by group through the flow]
stage         logic [mW]  clock network (mW)  registers [mW]
global route       0.247                   0               0
CTS                0.212                   0               0
finish             0.219                   0               0
[repair_timing]
action,4_1_cts,5_1_grt
hold endpoints to repair,0,0
hold buffers,0,0
gates resized,68,20
pin swaps,8,1
setup buffers,5,1
setup endpoints to repair,21,7
No activity file was given, so power comes from the tool's default toggle rates.

==> design.v <==
module clk_freq(input clk_in, output reg clk_out = 0);
  reg [6:0] contador = 0;
  always @(posedge clk_in) begin
    if (contador == 99) begin
      contador <= 0; 
      clk_out <= ~clk_out; 
    end else begin
      contador <= contador + 1;
    end
  end
endmodule
==> run.sh <==
#!/bin/bash
# OpenROAD 26Q1-2900-gdf79404cd8, Yosys 0.63+post, stock flow scripts
make -C /OpenROAD-flow-scripts/flow DESIGN_CONFIG=/design/flow/config.mk WORK_HOME=/design/flow/orfs finish
==> config.mk <==
export PLATFORM = sky130hd
export DESIGN_NAME = clk_freq
export DESIGN_NICKNAME = clk_freq
export VERILOG_FILES = /design/flow/design.v
export SDC_FILE = /design/flow/constraint.sdc
export NUM_CORES = 4
export LEC_CHECK = 1
export CORE_AREA = 10 10 70 70
export DIE_AREA = 0 0 80 80
==> constraint.sdc <==
current_design clk_freq

set clk_period 1.5
set clk_io_pct 0.2

create_clock -name clk0 -period $clk_period [get_ports {clk_in}]

set non_clock_inputs [all_inputs -no_clocks]
set_input_delay [expr $clk_period * $clk_io_pct] -clock clk0 $non_clock_inputs
set_output_delay [expr $clk_period * $clk_io_pct] -clock clk0 [all_outputs]
==> flow_metrics.env <==
# physical design summary
export IMPL_status="complete, no violations"
export IMPL_htree_levels=1
export IMPL_worst_slew_pin_slew_ns=0.211
export IMPL_endpoint_kind="primary output"
export IMPL_ys_ff=8
export IMPL_ctsResizeCount=0
export IMPL_post_dp_hpwl_um=366
export IMPL_finalInstanceArea_um2=438
export IMPL_vias=216
export IMPL_rsz0062_at_grt="false"
export IMPL_core_area_um2=3420
export IMPL_die_y_um=80
export IMPL_reg2reg_to="clk_out$_DFFE_PN_"
export IMPL_clock_path_buffers=2
export IMPL_p_int_uw=318
export IMPL_antenna_found_initial=0
export IMPL_synth_chip_area_um2=344
export IMPL_clkSlewWorstSetupHoldPaths_ns=0.06
export IMPL_syn_inst=31
export IMPL_final_hold_viol_count=0
export IMPL_syn_area_um2=344
export IMPL_drc=0
export IMPL_power_total_uw=387
export IMPL_synth_top_area_share=0.407
export IMPL_finalSetupTns_ns=0
export IMPL_worstPathCellList="clkdlybuf4s50_1"
export IMPL_pwr_share_seq=0.559
export IMPL_rows=21
export IMPL_reg2reg_depth=3
export IMPL_syn_to_final_growth_pct=27.3
export IMPL_tool_warnings=25
export IMPL_timing_rr_start="contador[0]$_SDFF_PN0_"
export IMPL_period_minus_slack_ns=1.36
export IMPL_switching_share=0.179
export IMPL_initial_utilization=0.101
export IMPL_peakVddDrop_v=0.000332
export IMPL_p_leak_nw=0.132
export IMPL_grt_ovfl_total=0
export IMPL_drtAntennaViolNets=0
export IMPL_maxCapViolCount=0
export IMPL_chipArea_um2=6400
export IMPL_track_usage=0.0182
export IMPL_placed_cell_area_um2=412
export IMPL_critPathLaunch="clk_out$_DFFE_PN_"
export IMPL_diodes=0
export IMPL_utilization=0.128
export IMPL_finalCritPeriodShare=0.908
export IMPL_worst_path_max_fanout=2
export IMPL_powerDensity_nw_per_um2=884
export IMPL_cts_buffers=3
export IMPL_cts_tree="done"
export IMPL_grt_max_degree=7
export IMPL_firstDrtPassIters=1
export IMPL_grt_pass1_vias=221
export IMPL_yosys_cells=31
export IMPL_relSlewSlack=0.859
export IMPL_via_per_inst=2.63
export IMPL_clock_skew_final_ns=0.00775
export IMPL_ys_seq_frac=0.495
export IMPL_required_ns=1.20
export IMPL_crit_family="buffers and inverters"
export IMPL_wl_um=468
export IMPL_place_gp_congestion=0.716
export IMPL_clock_latency_late_pin_ns=0.25
export IMPL_synth_cell_types=18
export IMPL_post_drt_wl_per_cell_um=5.71
export IMPL_synthTopCellsByArea="dfxtp_1 41%, edfxtp_1 8.7%, xnor2_1 7.6%, nor2_8 5.8%, nand3_1 4.4%"
export IMPL_avgSynthCellArea_um2=11.1
export IMPL_cp_slowest_cell="clkdlybuf4s50_1"
export IMPL_port_buffer_count=1
export IMPL_report_final_slew_viol_count=0
export IMPL_yosysWarnings=1
export IMPL_max_freq_ghz=0.734
export IMPL_netSwitchingPower_uw=69.4
export IMPL_cp_start_kind="flop"
export IMPL_ctsHoldBuffers=0
export IMPL_r2r_slack_ns=0.19
export IMPL_setup_violations=0
export IMPL_hold_path_class="flop to flop"
export IMPL_crit_type="flop to primary output"
export IMPL_crit_path_end="clk_out"
export IMPL_p_comb_frac=0
export IMPL_crit_arrival_ns=1.06
export IMPL_numClockSinks=8
export IMPL_grt_pass1_wl_um=917
export IMPL_cp_num_cells=1
export IMPL_p_clk_frac=0.441
export IMPL_yosysTopAreaCell="dfxtp_1"
export IMPL_io_pins=2
export IMPL_cp_num_buf_inv=1
export IMPL_slowest_delay_ns=0.47
export IMPL_chipWidth_um=80
export IMPL_root_buffer="clkbuf_4"
export IMPL_postCtsSetupBuffers=0
export IMPL_drt_initial_drc_count=0
export IMPL_drive_above_1_share=0.278
layer usage:
layer / track usage / wire length, um
met5: 0 / 0
met4: 0 / 0
met3: 0.0159 / 53
met2: 0.0249 / 157
met1: 0.0223 / 257
registers in the layout, indices dropped and copies added, names as in the netlist:
register / cells
clk_out: 1
contador: 7
cells in the final DEF (no fill, tap or decap), drive strengths merged:
cell type	n
a31oi	2
and2	1
and3	1
clkbuf	4
clkdlybuf4s50	1
dfxtp	7
edfxtp	1
ha	1
inv	1
mux2i	1
nand2	2
nand3	3
nand4	1
nor2	4
nor2b	1
nor3	1
or3	1
xnor2	3
worst min path at each step:
stage | from | endpoint | cells after the start
finish | contador[0]$_SDFF_PN0_ | contador[0]$_SDFF_PN0_ | 1
global route | contador[0]$_SDFF_PN0_ | contador[0]$_SDFF_PN0_ | 1
CTS | contador[0]$_SDFF_PN0_ | contador[0]$_SDFF_PN0_ | 1
final cells by class:
cell class / count / area (um2)
Fill cell: 396 / 2980
Sequential cell: 8 / 170
Tap cell: 46 / 57.6
Multi-Input combinational cell: 22 / 170
Timing Repair Buffer: 1 / 10.0
Inverter: 1 / 3.75
Clock buffer: 4 / 26.3
kinds of logic after synthesis:
logic type / share of synthesized area
buf+inv: 0.0109
simple gates: 0.316
xor+xnor: 0.0764
mux: 0.0291
compound gates: 0.0364
flops: 0.495
fa+ha+maj: 0.0364
synth_stat cells, drive strengths merged:
cell and count:
dfxtp 7, nor2 4, nand3 3, xnor2 3
a31oi 2, nand2 2, and2 1, and3 1
edfxtp 1, ha 1, inv 1, mux2i 1
nand4 1, nor2b 1, nor3 1, or3 1
power groups by stage:
stage / clock network [mW] / registers (mW) / logic (mW)
after global routing: 0.190 / 0.216 / 0.0000000494
after CTS: 0.179 / 0.216 / 0.0000000494
final: 0.171 / 0.217 / 0.0000000494
metrics by stage:
stage / setup WS (ns) / hold WS [ns] / instances
2_1_floorplan: 0.261 / 0.435 / 31
3_3_place_gp: 0.207 / 0.458 / 78
3_5_place_dp: 0.184 / 0.462 / 78
4_1_cts: 0.117 / 0.476 / 82
5_1_grt: 0.0635 / 0.502 / 82
6_report: 0.137 / 0.470 / 82
Power is estimated from default activity; no workload was simulated.

**flow/run.sh**
```bash
#!/bin/bash
# OpenROAD 26Q1-2900-gdf79404cd8, Yosys 0.63+post, stock flow scripts
make -C /OpenROAD-flow-scripts/flow DESIGN_CONFIG=/design/flow/config.mk WORK_HOME=/design/flow/orfs finish
```
**flow/config.mk**
```make
export PLATFORM = sky130hd
export DESIGN_NAME = contador_mod10
export DESIGN_NICKNAME = contador_mod10
export VERILOG_FILES = /design/flow/design.v
export SDC_FILE = /design/flow/constraint.sdc
export NUM_CORES = 4
export LEC_CHECK = 1
export CORE_AREA = 10 10 70 70
export DIE_AREA = 0 0 80 80
```
**flow/constraint.sdc**
```tcl
current_design contador_mod10

set clk_period 2.4
set clk_io_pct 0.2

create_clock -name clk0 -period $clk_period [get_ports {clk}]

set non_clock_inputs [all_inputs -no_clocks]
set_input_delay [expr $clk_period * $clk_io_pct] -clock clk0 $non_clock_inputs
set_output_delay [expr $clk_period * $clk_io_pct] -clock clk0 [all_outputs]
```
**flow/design.v**
```verilog
module contador_mod10(
    input [3:0] data,
    input loadn, clrn, clk, en,
    output reg [3:0] unidades = 4'b0000,
    output tc, zero      
); 
    assign zero = (unidades == 4'b0000);
    assign tc = zero & en;
    always @(posedge clk or negedge clrn) 
        if (!clrn) begin 
            unidades <= 4'b0000;
        end
        else if (en) begin
            if (unidades == 4'b0000) begin
                unidades <= 4'b1001;
            end 
            else begin
                unidades <= unidades - 1;
            end
        end
        else if (!loadn) begin
            unidades <= data;
        end
endmodule
```
==> results.sh <==
# physical design summary
export IMPL_warnings=25
export IMPL_crit_path_end_kind="output port"
export IMPL_synth_cells=28
export IMPL_power_density_nw_per_um2=590
export IMPL_finalHoldViolCount=0
export IMPL_synth_yosys_warnings=1
export IMPL_ys_area_um2=256
export IMPL_top_cells_by_area="dfrtp_1 (39%), o21ai_0 (7.8%), nor3_4 (6.3%)"
export IMPL_r2r_cells=3
export IMPL_grt_ovfl_total=0
export IMPL_hp_class="in2async"
export IMPL_grt_pass1_wl_mm=1.30
export IMPL_die_area_um2=6400
export IMPL_post_cts_resized=0
export IMPL_clockRootBuffer="clkbuf_4"
export IMPL_max_freq_mhz=472
export IMPL_layoutNonFillerInstCount=90
export IMPL_yosysTopAreaCellShare_pct=39.0
export IMPL_antenna_found_initial=0
export IMPL_gp_congestion=0.644
export IMPL_cts_buffers=3
export IMPL_drive_gt1_share_pct=13.6
export IMPL_die_height_um=80
export IMPL_cts_tree="built"
export IMPL_initialDrtViolationCount=26
export IMPL_ant_nets=0
export IMPL_viasPerCell=3.13
export IMPL_finalWirelength_um=895
export IMPL_critical_path_class="reg2out"
export IMPL_tightest_slew_ns=0.345
export IMPL_post_cts_setup_buffers=0
export IMPL_clkSinkCount=4
export IMPL_tns_ns=0
export IMPL_slew_violations=0
export IMPL_grt_max_degree=10
export IMPL_core_area_um2=3420
export IMPL_clock_skew_ns=0.00205
export IMPL_netlist_cell_type_count=18
export IMPL_ios=14
export IMPL_grt_total_usage_pct=2.65
export IMPL_fp_row_count=21
export IMPL_ys_cells=28
export IMPL_drc_errors=0
export IMPL_finalSetupViolCount=0
export IMPL_top_area_cell="dfrtp_1"
export IMPL_ys_seq_share_pct=39.0
export IMPL_wl_per_cell_um=9.94
export IMPL_largestRegisters="unidades (4)"
export IMPL_grt_pass1_vias=255
export IMPL_fp_util_pct=7.51
export IMPL_clockBufferDepth=2
export IMPL_cp_required_ns=1.92
export IMPL_leakage_uw=0.000161
export IMPL_cp_max_fo=8
export IMPL_top_register="unidades"
export IMPL_layout_area_overhead_vs_synth_pct=82.9
export IMPL_syn_avg_cell_area_um2=9.16
export IMPL_relSlewSlack_pct=77.0
export IMPL_status="finished, final reports clean"
export IMPL_ys_ff=4
export IMPL_io_buffer_count=13
export IMPL_htreeDepth=1
export IMPL_min_period_ns=2.12
export IMPL_cp_data_arrival_time_ns=1.64
export IMPL_lay_top_count="clkdlybuf4s50_1"
export IMPL_placedCellCount=87
export IMPL_final_cell_area_um2=469
export IMPL_synth_area_um2=256
export IMPL_via_count=282
export IMPL_cp_start_kind="register"
export IMPL_fin_crit_sh_pct=88.2
export IMPL_drtPass1Iterations=4
export IMPL_rsz0062_at_grt="false"
export IMPL_drv_cap=0
export IMPL_largest_reg_flops=4
export IMPL_path_clk_slew_ns=0.04
export IMPL_n_antenna_cell=0
export IMPL_clock_latency_ns=0.24
export IMPL_hold_buffers=0
export IMPL_layout_top_cells="clkdlybuf4s50_1 (13), o21ai_0 (4), dfrtp_1 (4)"
export IMPL_hpwlAfterDp_um=700
export IMPL_die_w_um=80
export IMPL_dpl_instance_area_um2=447
export IMPL_ir_drop_v=0.000133
kinds of logic after synthesis:
kind of cell / after synthesis / share of synthesized area, %
AND-OR/OR-AND: 10 / 24.4
AND/OR/NAND/NOR: 10 / 28.3
flip-flops: 4 / 39.0
buffers and inverters: 3 / 4.88
XOR/XNOR: 1 / 3.42
stage by stage:
step	util, %	total power (uW)	worst slack (ns)	hold WS [ns]
finish	13.7	277	0.282	0.445
global route	13.7	297	0.197	0.445
CTS	13.7	280	0.287	0.444
detailed placement	13.1	193	0.358	0.644
global placement	13.1	191	0.379	0.636
floorplan	-	136	1.14	0.184
path summary, 6_finish.rpt:
check | start | end | slack [ns]
max in group asynchronous | clrn | unidades[0] | 1.79
worst max register to register | unidades[0] | unidades[1] | 1.28
min in group clk0 | unidades[3] | unidades[2] | 0.65
worst min-delay path | clrn | unidades[2] | 0.44
worst max-delay path | unidades[0] | tc | 0.28
worst min register to register | unidades[3] | unidades[2] | 0.65
layout make-up:
class	count	area (um^2)
clock buffer	3	22.5
multi-input combinational	21	144
timing repair buffer	14	138
fill	395	2950
inverter	2	7.51
tap	46	57.6
sequential	4	100
routing by layer:
| metal | vias up | wire length [um] | share of wire, % | GRT usage [%] |
|---|---|---|---|---|
| met4 | 0 | 27 | 3.0 | 0.704 |
| met1 | 128 | 362 | 40 | 3.41 |
| met5 | - | 0 | 0 | 0 |
| met3 | 2 | 211 | 24 | 3.18 |
| li1 | 135 | - | - | - |
| met2 | 17 | 294 | 33 | 2.49 |
Yosys cell counts:
library cell,number
dfrtp_1,4
o21ai_0,4
a211oi_1,2
and2_1,2
inv_1,2
nor2b_1,2
a21oi_1,1
a22oi_1,1
a31oi_1,1
and2_0,1
buf_2,1
nand2_1,1
nand3_1,1
nor2_1,1
nor3_4,1
nor4_2,1
o311ai_0,1
xnor2_1,1
worst max-delay path, cell delays in order, from the launching register on:
cell and delay (ns):
dfrtp_1 0.49, nor4_2 0.30, and2_1 0.15, clkdlybuf4s50_1 0.46
power by group:
| part | switching, uW | total (uW) | internal [uW] |
|---|---|---|---|
| sequential | 30.5 | 112 | 81.1 |
| combinational | 22.7 | 81.0 | 58.4 |
| clock | 28.0 | 84.0 | 56.0 |
| total | 81.2 | 277 | 195 |
Power and IR drop assume default switching activity.
